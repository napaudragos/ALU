### ./config.mk
export PLATFORM = sky130hd
export DESIGN_NAME = add_sub_fsm
export DESIGN_NICKNAME = add_sub_fsm
export VERILOG_FILES = /design/flow/design.v
export SDC_FILE = /design/flow/constraint.sdc
export NUM_CORES = 4
export LEC_CHECK = 1
export CORE_AREA = 10 10 70 70
export DIE_AREA = 0 0 80 80
### ./constraint.sdc
current_design add_sub_fsm

set clk_period 1.8
set clk_io_pct 0.2

create_clock -name clk0 -period $clk_period

set non_clock_inputs [all_inputs -no_clocks]
set_input_delay [expr $clk_period * $clk_io_pct] -clock clk0 $non_clock_inputs
set_output_delay [expr $clk_period * $clk_io_pct] -clock clk0 [all_outputs]
### ./design.v
module add_sub_fsm (
    input clk,
    input rst,
    input enable,
    input start,
    input op_bit,                  
    input [3:0] state_curr,
    output reg [3:0] state_next,
    output reg c0, c1, c2, c3, c4, c5, c6, c7, c8, c9, c10,
    output reg ready
);
    always @(*) begin
        {c0, c1, c2, c3, c4, c5, c6, c7, c8, c9, c10} = 11'd0;
        state_next = state_curr;
        ready = 0;
        if (!enable) begin
            state_next = 4'd0;
        end else begin
            case (state_curr)
                4'd0: begin
                    if (start)
                        state_next = 4'd10;  
                    ready = 1;
                end
                4'd10: begin
                    if (!start) begin
                        c0 = 1;             
                        state_next = 4'd11;
                    end
                end
                4'd11: begin
                    state_next = 4'd1;
                end
                4'd1: begin
                    c1 = 1;                
                    state_next = 4'd2;
                end
                4'd2: begin
                    c2 = 1;
                    c3 = op_bit;           
                    state_next = 4'd3;
                end
                4'd3: begin
                    c7 = 1;
                    state_next = 4'd4;
                end
                4'd4: begin
                    c8 = 1;
                    state_next = 4'd0;
                end
                default: state_next = 4'd0;
            endcase
        end
    end
endmodule
### ./run.sh
#!/bin/bash
# OpenROAD 26Q1-2900-gdf79404cd8, Yosys 0.63+post, stock flow scripts
make -C /OpenROAD-flow-scripts/flow DESIGN_CONFIG=/design/flow/config.mk WORK_HOME=/design/flow/orfs finish
==> results.sh <==
# flow metrics
export IMPL_synthDistinctLibCells=19
export IMPL_design_area_um2=546
export IMPL_die_h_um=80
export IMPL_final_cells=100
export IMPL_place_ws_ns=-0.593
export IMPL_nClkBuffers=0
export IMPL_die_x_um=80
export IMPL_ir_worst_vdd_v=0.0000293
export IMPL_pin_count=25
export IMPL_setup_viol=0
export IMPL_vias_per_cell=2.90
export IMPL_tool_warnings=34
export IMPL_worstSetupPathType="input pin to primary output"
export IMPL_fin_crit_ns=1.74
export IMPL_portBuffers=18
export IMPL_maxCapViolations=0
export IMPL_grtUsageTotal=0.0296
export IMPL_leakage_uw=0.000236
export IMPL_hold_class="input pin to primary output"
export IMPL_synthCells=30
export IMPL_core_area_um2=3420
export IMPL_first_iter_violations=2
export IMPL_endpoint_kind="primary output"
export IMPL_path_max_fanout=3
export IMPL_rsz0062_at_grt="no"
export IMPL_die_area_um2=6400
export IMPL_fp_util=0.0703
export IMPL_synth_warnings=1
export IMPL_layout_top_cells="dlygate4sd2_1 (12), buf_4 (10), conb_1 (5), nor4b_2 (3), buf_2 (3)"
export IMPL_place_area_um2=498
export IMPL_antenna_found_initial=0
export IMPL_hpwl_um=887
export IMPL_grt_overflow_total=0
export IMPL_rows=21
export IMPL_finalCritPeriodShare=0.968
export IMPL_grt_pass1_vias=311
export IMPL_start_kind="input pin"
export IMPL_drc=0
export IMPL_grt_first_pass_wirelength_mm=1.57
export IMPL_wl_per_cell_um=10.1
export IMPL_place_gp_congestion=0.726
export IMPL_slew_violations=0
export IMPL_cp_required_ns=1.44
export IMPL_wirelength_mm=1.01
export IMPL_status="finished clean"
export IMPL_worst_hold_slack_ns=1.16
export IMPL_final_common_cell="dlygate4sd2_1"
export IMPL_grt_max_degree=9
export IMPL_flop_count=0
export IMPL_yosysCellCount=30
export IMPL_ys_seq_frac=0
export IMPL_syn_area_um2=240
export IMPL_area_growth_pct=127
export IMPL_powerDensity_nw_per_um2=142
export IMPL_drt_pass1_iterations=3
export IMPL_final_layout_size_suffix_gt1_frac=0.500
export IMPL_num_vias=290
export IMPL_flop_area_um2=0
export IMPL_hold_violations=0
export IMPL_syn_avg_cell_area_um2=8.01
export IMPL_setup_slack_ns=0.0582
export IMPL_fmax_mhz=574
export IMPL_fin_total_pwr_uw=77.4
export IMPL_yosysChipArea_um2=240
export IMPL_diodes=0
export IMPL_placed_cells=98
export IMPL_arrival_ns=1.38
export IMPL_ant_nets=0
export IMPL_cts_hold_buffers_added=0
==> power by group <==
group	switching (uW)	internal, uW	total, uW
sequential	0	0	0
clock	0	0	0
combinational	35.6	41.9	77.4
total	35.6	41.9	77.4
==> cell type report <==
class | count | area (um^2)
timing repair buffer | 28 | 226
multi-input combinational | 24 | 250
tap | 46 | 57.6
fill | 391 | 2870
inverter | 2 | 11.3
==> stage by stage <==
step / utilization / setup TNS [ns]
global placement: 0.146 / -5.33
detailed placement: 0.146 / -5.72
global route: 0.160 / 0
finish: 0.160 / 0
floorplan: - / 0
CTS: 0.158 / 0
==> cells in the mapped netlist, drive strengths merged <==
cell     n  area share
or3b     1       0.036
nand2    2       0.031
nor3     1       0.021
and3b    1       0.036
nor3b    1       0.031
a211oi   2       0.083
conb     1       0.016
nor4b    3        0.16
a2111oi  1        0.11
buf      8        0.23
o21bai   1       0.031
nand4bb  1       0.047
and2     1       0.026
nand2b   1       0.026
nor4     3       0.078
inv      2       0.031
==> cell families after synthesis <==
logic type / count (synthesis) / synth area share
buffers and inverters: 10 / 0.260
AND-OR/OR-AND: 4 / 0.229
AND/OR/NAND/NOR: 15 / 0.495
other: 1 / 0.0156
==> critical path: stages <==
cell and delay, ns:
dlygate4sd2_1 0.26, nand2b_4 0.16, buf_4 0.15, a2111oi_4 0.31, buf_2 0.15
==> metal layers <==
metal / GRT usage / part of all wire
met1: 0.0350 / 0.41
met2: 0.0546 / 0.53
met3: 0.00795 / 0.058
met4: 0 / 0
met5: 0 / 0
==> worst paths after layout <==
path                          start       endpoint  cells past startpoint
worst max-delay path  state_curr[2]  state_next[0]                      5
worst min-delay path  state_curr[1]  state_next[3]                      4
==> timing repair <==
action                     CTS  global route
gates resized               35             3
pin swaps                    2             0
setup buffers                1             1
setup endpoints to repair   11             3
Power is estimated from default activity; no workload was simulated.
