==> flow/design.v <==
module div_fsm (
    input clk,
    input rst,
    input enable,
    input start,
    input a7,
    input cnt_ok,
    input [3:0] state_curr,
    output reg [3:0] state_next,
    output reg c0, c1, c2, c3, c4, c5, c6, c7, c8, c9, c10,
    output reg ready
);
    always @(*) begin
        {c0, c1, c2, c3, c4, c5, c6, c7, c8, c9, c10} = 11'd0;
        state_next = state_curr;
        ready = (state_curr == 4'd0);
        if (!enable) begin
            state_next = 4'd0;
        end else begin
            case (state_curr)
                4'd0: begin
                    if (start)
                        state_next = 4'd11;   
                end
                4'd11: begin
                    if (!start) begin
                        c9 = 1;               
                        state_next = 4'd1;
                    end
                end
                4'd1: begin
                    c1 = 1;                  
                    state_next = 4'd2;
                end
                4'd2: begin
                    c0 = 1;                  
                    state_next = 4'd3;
                end
                4'd3: begin
                    c4 = 1;                  
                    state_next = 4'd4;
                end
                4'd4: begin
                    c2 = 1;                  
                    c3 = 1;                  
                    state_next = 4'd5;
                end
                4'd5: begin
                    if (a7) begin
                        c2 = 1;              
                        c10 = 1;             
                        state_next = 4'd6;
                    end else begin
                        c10 = 1;
                        c6 = 1;              
                        state_next = 4'd6;
                    end
                end
                4'd6: begin
                    c5 = 1;                  
                    if (cnt_ok)
                        state_next = 4'd7;
                    else
                        state_next = 4'd3;  
                end
                4'd7: begin
                    c7 = 1;                  
                    state_next = 4'd8;
                end
                4'd8: begin
                    c8 = 1;                  
                    state_next = 4'd0;
                end
                default: state_next = 4'd0;
            endcase
        end
    end
endmodule
==> flow/run.sh <==
#!/bin/bash
# OpenROAD 26Q1-2900-gdf79404cd8, Yosys 0.63+post, stock flow scripts
make -C /OpenROAD-flow-scripts/flow DESIGN_CONFIG=/design/flow/config.mk WORK_HOME=/design/flow/orfs finish
==> flow/config.mk <==
export PLATFORM = sky130hd
export DESIGN_NAME = div_fsm
export DESIGN_NICKNAME = div_fsm
export VERILOG_FILES = /design/flow/design.v
export SDC_FILE = /design/flow/constraint.sdc
export NUM_CORES = 4
export LEC_CHECK = 1
export CORE_AREA = 10 10 70 70
export DIE_AREA = 0 0 80 80
==> flow/constraint.sdc <==
current_design div_fsm

set clk_period 2.0
set clk_io_pct 0.2

create_clock -name clk0 -period $clk_period

set non_clock_inputs [all_inputs -no_clocks]
set_input_delay [expr $clk_period * $clk_io_pct] -clock clk0 $non_clock_inputs
set_output_delay [expr $clk_period * $clk_io_pct] -clock clk0 [all_outputs]
==> results.json <==
{
  "status": "finished clean",
  "min_period_over_period_pct": 98.2,
  "instances_no_fill": 131,
  "worst-setup-path-type": "input pin to output pin",
  "place.gp.congestion": 0.772,
  "worst_pin_slew_ps": 244,
  "drt_iter0_markers": 18,
  "p_per_area_nw_per_um2": 153,
  "crit_fanout": 7,
  "fmax_mhz": 509,
  "fin_crit_ps": 1960,
  "lay_top_cells": "buf_4, dlygate4sd2_1, nor2_1",
  "initial_core_util_pct": 8.68,
  "synth_seq_share_pct": 0,
  "synth.avg_cell_area_um2": 6.90,
  "min_to": "state_next[0]",
  "grt_antenna_before_repair": 0,
  "area_growth_pct": 154,
  "worstHoldPathCells": 5,
  "comb_area_um2": 305,
  "postRouteAntennaNets": 0,
  "hp-start": "state_curr[3]",
  "ys_types": 22,
  "power_mw": 0.116,
  "lay_top_count": "buf_4",
  "die_x_um": 80,
  "yosysWarningCount": 1,
  "crit_arrival_ps": 1560,
  "grt_pass1_wl_um": 2080,
  "drive_gt1_share_pct": 50.6,
  "place_inst": 119,
  "netlist_area_um2": 297,
  "finalHoldViolations": 0,
  "dp_hpwl_um": 967,
  "ys_area_um2": 297,
  "cpPeakStageDelay_ps": 480,
  "critPathRequiredTime_ps": 1600,
  "setup_tns_ps": 0,
  "track_usage_pct": 3.81,
  "first_global_vias": 415,
  "min_path_type": "input pin to output pin",
  "holdWs_ps": 1310,
  "core_um2": 3420,
  "crit_family": "buffers and inverters",
  "vias_per_cell": 3.65,
  "die_area_um2": 6400,
  "setup_viol": 0,
  "timing.final.ws_setup_ps": 36.8,
  "wirelength_um": 1460,
  "wire_per_inst_um": 11.2,
  "irDropWorstVdd_mv": 0.0264,
  "fill_cells": 372,
  "dieHeight_um": 80,
  "pin_count": 26,
  "antenna_cells": 0,
  "synth_cells": 43,
  "yosys_cells": 43,
  "final_max_slew_viol_count": 0,
  "path_buffers": 4,
  "flop_area_um2": 0,
  "startpoint_type": "input pin",
  "clkbuf_count": 0,
  "vias": 478,
  "dp_slack_ps": -516,
  "endpoint_kind": "output pin",
  "grt_max_degree": 10,
  "relSlewSlack_pct": 83.7,
  "worstPathCellList": "dlygate4sd2_1, buf_6, nand2_2, buf_4, nor2_1, clkdlybuf4s50_1",
  "cts_hold_buffers": 0,
  "grt_remaining_overflow": 0,
  "p_leak_nw": 0.378,
  "rows": 21,
  "design.seq.count": 0,
  "drv_cap": 0,
  "drc": 0,
  "warnings": 35,
  "slowest_stage": "clkdlybuf4s50_1",
  "numPortBuffers": 24,
  "first_pass_iters": 4
}
[where the power goes]
group / switching, mW / internal (mW)
combinational: 0.0488 / 0.0670
sequential: 0 / 0
clock: 0 / 0
[stage by stage]
step,area [µm²],utilization [%]
after floorplan,297,-
after global placement,632,18.5
after detailed placement,632,18.5
after CTS,726,21.2
after global routing,754,22.1
final,754,22.1
[final cells by class]
cell class | count | share of cell area [%]
well taps | 46 | 7.63
multi-input cells | 39 | 40.5
repair buffers | 46 | 51.9
[tightest hold or removal path, stage by stage]
cell	delay, ps
buf_2	200
nor2_4	50
a21oi_2	100
nor4b_2	60
clkbuf_2	100
[cells by family after synthesis]
group                  Yosys count  synth area share, %
and+or+nand+nor                 32                 70.5
AOI/OAI and AO/OA                6                 13.5
buffers and inverters            4                 12.7
muxes                            1                 3.38
[how the worst max path moves through the flow]
stage	from	end	slack [ps]	depth (start not counted)
after global routing	start	state_next[1]	-9	6
after CTS	state_curr[0]	state_next[0]	-20	8
final	state_curr[1]	c7	40	6
[layer usage]
layer  vias to the layer above  track usage [%]  wire, µm  share of wire [%]
li1                        239                -         -                  -
met1                       218             5.34       736                 50
met2                        21             5.78       546                 37
met3                         0             1.36       181                 12
met4                         0                0         0                  0
met5                         -                0         0                  0
[cells in the mapped netlist (2+ instances only)]
master	count	share of area (%)
a21oi_1	2	3.4
buf_4	2	5.1
buf_6	2	7.6
nand2_1	2	2.5
nand2b_1	2	4.2
nand3_1	2	3.4
nor2_1	8	10
nor2b_4	2	9.3
nor3_1	7	12
nor4b_2	2	10
[timing repair]
item                                   4_1_cts  5_1_grt
setup endpoints to repair                   16        5
resized                                     42        8
endpoints found under the hold margin        0        0
cloned                                       2        0
pin swaps                                    7        2
setup buffers                                8        2
Power figures rest on the tool's default switching activity, not on a simulated workload.
