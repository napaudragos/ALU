===== run.sh =====
#!/bin/bash
# OpenROAD 26Q1-2900-gdf79404cd8, Yosys 0.63+post, stock flow scripts
make -C /OpenROAD-flow-scripts/flow DESIGN_CONFIG=/design/flow/config.mk WORK_HOME=/design/flow/orfs finish

===== config.mk =====
export PLATFORM = sky130hd
export DESIGN_NAME = mul_fsm
export DESIGN_NICKNAME = mul_fsm
export VERILOG_FILES = /design/flow/design.v
export SDC_FILE = /design/flow/constraint.sdc
export NUM_CORES = 4
export LEC_CHECK = 1
export CORE_AREA = 10 10 70 70
export DIE_AREA = 0 0 80 80

===== constraint.sdc =====
current_design mul_fsm

set clk_period 1.5
set clk_io_pct 0.2

create_clock -name clk0 -period $clk_period

set non_clock_inputs [all_inputs -no_clocks]
set_input_delay [expr $clk_period * $clk_io_pct] -clock clk0 $non_clock_inputs
set_output_delay [expr $clk_period * $clk_io_pct] -clock clk0 [all_outputs]

===== design.v =====
module mul_fsm (
    input clk,
    input rst,
    input enable,
    input start,
    input q0,
    input qminus1,
    input a7,
    input cnt_ok,
    input [3:0] state_curr,
    output reg [3:0] state_next,
    output reg c0, c1, c2, c3, c4, c5, c6, c7, c8, c9, c10,
    output reg ready
);
    always @(*) begin
        {c0, c1, c2, c3, c4, c5, c6, c7, c8, c9, c10} = 11'd0;
        state_next = state_curr;
        ready = (state_curr == 4'd0);
        if (!enable) begin
            state_next = 4'd0;
        end else begin
            case (state_curr)
                4'd0: begin
                    if (start)
                        state_next = 4'd10;  
                end
                4'd10: begin
                    if (!start) begin
                        c0 = 1;               
                        state_next = 4'd1;
                    end
                end
                4'd1: begin
                    c1 = 1;
                    state_next = 4'd2;
                end
                4'd2: begin
                    if (~q0 && qminus1) begin
                        c2 = 1;
                        state_next = 4'd5;
                    end else if (q0 && ~qminus1) begin
                        c2 = 1;
                        c3 = 1;
                        state_next = 4'd5;
                    end else begin
                        state_next = 4'd5;
                    end
                end
                4'd5: begin
                    c6 = a7;
                    c4 = 1;
                    state_next = 4'd6;
                end
                4'd6: begin
                    c5 = 1;
                    if (!cnt_ok) begin
                        state_next = 4'd2;
                    end else begin
                        state_next = 4'd7;
                    end
                end
                4'd7: begin
                    c8 = 1;
                    state_next = 4'd8;
                end
                4'd8: begin
                    c7 = 1;
                    state_next = 4'd0;
                end
                default: state_next = 4'd0;
            endcase
        end
    end
endmodule

==> run_results.csv <==
group,metric,value,unit
outcome,status,"finished clean",
global_routing,gr-usage-all-layers,3.99,%
detailed_routing,drcViolationCount,0,
die,die_x,80,µm
cells_and_area,drive_above_1_share,53.9,%
cells_and_area,seq_area,0,µm²
detailed_routing,drt_pass1_iterations,2,
flow_run,cap_violations,0,
logic_synthesis,ys_cells,43,
detailed_routing,n_antenna_cell,0,
worst_setup_path,crit_path_cell_trace,"buf_12 > nor2b_4 > buf_4 > a22oi_2 > o21ai_1 > dlygate4sd2_1",
worst_setup_path,crit_cells,6,
worst_setup_path,critical_path_class,"input pin to primary output",
worst_hold_path,hp-class,"input pin to primary output",
worst_setup_path,cp_top_family,"buffers and inverters",
cells_and_area,seq_cells,0,
die,die_height,80,µm
worst_setup_path,crit_arrival,1.15,ns
place,io_buffer_count,24,
die,num_io_pins,28,
detailed_routing,wl_per_cell,11.2,µm
global_routing,grt_first_pass_wirelength,2200,µm
global_routing,gr-total-overflow,0,
die,rows,21,
worst_setup_path,end_kind,"primary output",
logic_synthesis,synth_top_area_share,9.56,%
power_and_ir_drop,max-vdd-ir-drop,0.0000375,V
cells_and_area,syn_to_final_growth,132,%
global_routing,grt_max_degree,9,
global_routing,antenna_found_initial,0,
final_timing,fin_crit,1.45,ns
logic_synthesis,yosysChipArea,314,µm²
cells_and_area,postLayoutCellArea,729,µm²
worst_setup_path,slowest_delay,0.24,ns
logic_synthesis,synth_area_per_cell,7.30,µm²
worst_setup_path,crit_path_start_kind,"input pin",
final_timing,clock.fmax,0.689,GHz
logic_synthesis,synth_seq_share,0,%
global_routing,grt_pass1_vias,465,
final_timing,whs,0.932,ns
logic_synthesis,largest_area_cell,"buf_4",
cells_and_area,clock_buffers,0,
power_and_ir_drop,power.density,197,nW/µm²
worst_setup_path,critical_path_required,1.20,ns
die,fp_util,9.19,%
logic_synthesis,synth_area,314,µm²
detailed_routing,vias,435,
power_and_ir_drop,power,144,µW
final_timing,final-setup-viol-count,0,
detailed_routing,vias_per_cell,3.57,
detailed_routing,drt_first_iter_violations,15,
worst_setup_path,critical_path_peak_fanout,6,
final_timing,final.period_utilization,96.7,%
logic_synthesis,ys_warn_count,1,
cells_and_area,fill_cells,385,
logic_synthesis,synth_cell_types,27,
place,placedInstanceArea,637,µm²
worst_setup_path,cpMaxStageDelayCell,"dlygate4sd2_1",
place,place_congestion,0.739,
die,fp.coreArea,3420,µm²
place,dp_hpwl,1040,µm
clock_tree,hold_buffers,0,
final_timing,hold_viol_final,0,
flow_run,warning_count,34,
cells_and_area,combGateArea,327,µm²
logic_synthesis,synthCells,43,
power_and_ir_drop,p_leak,0.364,nW
logic_synthesis,topCellsByArea,"buf_4 (9.6%), nor2b_4 (8.8%), nor4b_4 (7.6%)",
die,dieArea,6400,µm²
final_timing,rsz0062_at_grt,"no",
worst_hold_path,hold_depth,4,
detailed_routing,routed_wl,1370,µm
worst_hold_path,holdPathEnd,"state_next[1]",
final_timing,finalMaxSlewViolations,0,
worst_setup_path,path_buffers,3,
worst_hold_path,worstHoldStart,"enable",
detailed_routing,final_antenna_net_count,0,
## power breakdown
group / total [mW] / leakage [nW] / switching [mW] / internal (mW)
sequential: 0 / 0 / 0 / 0
clock: 0 / 0 / 0 / 0
combinational: 0.144 / 0.364 / 0.0593 / 0.0844
total: 0.144 / 0.364 / 0.0593 / 0.0844
## worst max-delay path by stage
stage / to / slack, ns / startpoint
global route: state_next[3] / 0.002 / state_curr[2]
finish: state_next[3] / 0.05 / state_curr[2]
CTS: c3 / 0.02 / state_curr[1]
## through the flow
stage,setup WS [ns],std cells,TNS [ns],utilization [%]
after floorplan,0.292,44,0,-
after global placement,-0.710,117,-9.03,18.6
after detailed placement,-0.723,117,-9.12,18.6
after CTS,0.0163,123,0,21.7
after global routing,0.00183,122,0,21.4
final,0.0495,122,0,21.4
## logic make-up after synthesis
group	Yosys count	share of synthesized area, %
fa+ha+maj	1	3.98
simple gates	25	62.2
other cells	1	1.19
buf+inv	9	18.3
compound gates	7	14.3
## worst min-delay path: cells and delay by family
kind,cells,cell delay [ns]
buffers and inverters,2,0.20
AND-OR/OR-AND,2,0.12
## timing repair
| item | in CTS | in global routing |
|---|---|---|
| setup endpoints to repair | 14 | 6 |
| cloned | 0 | 0 |
| setup buffers | 6 | 0 |
| resized | 74 | 8 |
| hold endpoints to repair | 0 | 0 |
| pin swaps | 10 | 2 |
## layer usage
metal	global-route usage (%)	up-vias	wire length (µm)
met2	6.98	13	658
li1	-	214	-
met1	4.81	208	571
met4	0	0	0
met5	0	-	0
met3	1.48	0	136
## cell type report
class	count	area share [%]
Timing Repair Buffer	38	45.8
Multi-Input combinational cell	35	44.8
Tap cell	46	7.89
Inverter	3	1.54
## cells in the final DEF, fill, tap and decap left out
cell type,n
inv_1,3
a22o_1,1
and3_1,1
dlygate4sd2_1,11
nor3_2,2
a22oi_2,1
o21ai_1,2
nor4b_4,1
buf_12,1
and4_1,1
nor2_1,2
and2_1,1
nor2b_4,4
clkdlybuf4s50_1,1
clkdlybuf4s15_2,1
clkdlybuf4s15_1,1
clkbuf_2,3
buf_6,5
ha_1,1
nand2_1,2
nand3b_1,1
nor3b_4,1
nor4_2,2
conb_1,2
o2111ai_2,1
nand2_4,1
nand3_1,1
buf_4,12
nor2b_1,1
nand2b_4,1
buf_2,2
buf_8,1
nor3_1,1
and3_4,2
a21oi_1,2
## synthesized netlist by cell type, drive strengths merged
cell / count
nor2: 2
nand2b: 1
nand3b: 1
nor4: 2
and2: 1
nor3: 3
nor4b: 1
inv: 3
nand2: 3
nor3b: 1
o2111ai: 1
buf: 6
a21oi: 2
ha: 1
nand3: 1
and3: 3
nor2b: 5
o21ai: 2
conb: 1
a22oi: 1
a22o: 1
and4: 1
No activity file was given, so power comes from the tool's default toggle rates.
